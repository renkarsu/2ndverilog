## flow/config.mk

```make
export PLATFORM = sky130hd
export DESIGN_NAME = BCDTOP
export DESIGN_NICKNAME = BCDTOP
export VERILOG_FILES = /design/flow/design.v
export SDC_FILE = /design/flow/constraint.sdc
export NUM_CORES = 4
export LEC_CHECK = 1
export CORE_AREA = 10 10 70 70
export DIE_AREA = 0 0 80 80
```

## flow/constraint.sdc

```tcl
current_design BCDTOP

set clk_period 4.9
set clk_io_pct 0.2

create_clock -name clk0 -period $clk_period

set non_clock_inputs [all_inputs -no_clocks]
set_input_delay [expr $clk_period * $clk_io_pct] -clock clk0 $non_clock_inputs
set_output_delay [expr $clk_period * $clk_io_pct] -clock clk0 [all_outputs]
```

## flow/design.v

```verilog
module BCDTOP(X, Y, S, CARRY, dummy);
input [3:0] X, Y;
output [3:0] S;
output CARRY, dummy;
wire f0, f1, f2, f3, c3, cry;
ripple4adder RPL(X, Y, {f3,f2,f1,f0}, c3);
carrydetect CRY(f1, f3, f2, f3, c3, cry);
hosei6 HSI(f1, f2, f3, cry, S[3:1], dummy);
assign S[0] = f0;
assign CARRY = cry;
endmodule
module carrydetect(k1, k2, k3, k4, k5, detect);
input k1, k2, k3, k4, k5;
output detect;
wire an1, an2;
assign an1 = k1 & k2;
assign an2 = k3 & k4;
assign detect = an1 | an2 | k5;
endmodule
module 	hosei6( hs1, hs2, hs3, v1, ss, dum );
input hs1, hs2, hs3, v1;
output [2:0] ss;
output dum;
wire d1, d2;
halfadder HA1(hs1, v1, ss[0], d1);
fulladder FA4(hs2, v1, d1, ss[1], d2);
halfadder HA2(d2, hs3, ss[2], dum);
endmodule
module ripple4adder(A, B, SUM, CRY3);
input [3:0] A, B;
output [3:0] SUM;
output CRY3;
wire CRY0, CRY1, CRY2;
halfadder HA0(.A(A[0]), .B(B[0]), .Y(SUM[0]), .CO(CRY0));
fulladder FA1(.A(A[1]), .B(B[1]), .CIN(CRY0), .SUM(SUM[1]), .COUT(CRY1));
fulladder FA2(.A(A[2]), .B(B[2]), .CIN(CRY1), .SUM(SUM[2]), .COUT(CRY2));
fulladder FA3(.A(A[3]), .B(B[3]), .CIN(CRY2), .SUM(SUM[3]), .COUT(CRY3));
endmodule
module fulladder(A, B, CIN, SUM, COUT);
input A, B, CIN;
output SUM, COUT;
wire s1, c1, c2;
halfadder HA1 (.A(A), .B(B), .Y(s1), .CO(c1));
halfadder HA2 (.A(s1), .B(CIN), .Y(SUM), .CO(c2));
assign COUT = c1 | c2;
endmodule
module halfadder(A, B, Y, CO);
input A, B;
output Y, CO;
assign Y = A ^ B;
assign CO = A & B;
endmodule
```

## flow/run.sh

```bash
#!/bin/bash
# OpenROAD 26Q1-2900-gdf79404cd8, Yosys 0.63+post, stock flow scripts
make -C /OpenROAD-flow-scripts/flow DESIGN_CONFIG=/design/flow/config.mk WORK_HOME=/design/flow/orfs finish
```

==> flow_metrics.rpt <==
=== SYNTHESIS / PLACE & ROUTE SUMMARY ===
----------------------------------------------------
[Setup path]
  Critical path launch point type ........................ input pin
  Required time of the worst setup path ........................ 3920 ps
  CP max stage delay ........................ 450 ps
  Cell family with the largest share of critical-path delay ........................ adder cells
  Critical path capture point type ........................ output port
  Setup Crit Path Kind ........................ in -> out
  Data arrival, critical path ........................ 3830 ps
  Slowest-stage cell, CP ........................ clkdlybuf4s50_1
  Number of buffer and inverter stages on the critical path ........................ 4
  Critical Path Most Common Cell ........................ fa_2
  List of cells traversed by the critical path ........................ clkdlybuf4s50_1 > inv_1 > fa_2 > fa_2 > inv_2 > fa_1 > a21o_1 > ha_2 > fa_2 > and2_2 > dlygate4sd2_1
  Instance count on the critical path ........................ 11
  Highest fanout seen on the critical path ........................ 2

[STA]
  RSZ-0062 raised after global routing ........................ false
  Final Max-Slew Violation Tally ........................ 0
  Top achievable clock speed ........................ 208 MHz
  Final setup fails ........................ 0
  Worst slack on hold paths ........................ 2760 ps
  Slew headroom ........................ 90.9%
  Transition time of the tightest slew-check pin ........................ 135 ps
  Final tally of hold violations ........................ 0
  Final clock period utilization by the worst path ........................ 98.2%
  Clock period minus worst slack ........................ 4810 ps

[Detailed routing]
  DRC violation total after the first TritonRoute iteration ........................ 0
  Via density per instance ........................ 2.00
  Total wire length after detailed routing ........................ 545 um
  Post-route DRC ........................ 0
  Wirelength per Cell ........................ 6.73 um
  Overall via count from detail_route ........................ 162
  First-pass detailed-route iteration total ........................ 1
  Antenna Diode Count ........................ 0
  DRT antenna net count ........................ 0

[Hold path]
  Hold Path End ........................ S[0]
  Class of the tightest hold or removal check ........................ in -> out
  Number of stages on the worst hold path ........................ 3
  Hold path startpoint ........................ X[0]

[Layout]
  Clock buffer count ........................ 0
  Layout fillers ........................ 406
  Total area of multi-input combinational cells ........................ 145 um2
  Final core utilization ........................ 11.4%
  Area of all sequential standard cells ........................ 0 um2
  Layout cell share with drive strength beyond 1 ........................ 37.1%
  Synth-to-layout area growth ........................ 101%
  Number of flip-flops and latches ........................ 0

[Floorplan]
  DIE WIDTH ........................ 80 um
  Full die area ........................ 6400 um2
  Floorplan core density ........................ 5.64%
  Core Footprint ........................ 3420 um2
  Num ports ........................ 14
  Die Height ........................ 80 um
  Cell Rows ........................ 21

[Yosys]
  Post-Synthesis Cells ........................ 22
  Chip Area, Yosys ........................ 193 um2
  Mapped cell area ........................ 193 um2
  Average cell area after synthesis ........................ 8.76 um2
  Portion of synthesized cell area occupied by the leading cell type ........................ 41.6%
  Cell types with the largest area share after synthesis ........................ fa_1, buf_4, inv_1
  Number of warnings issued by yosys ........................ 0
  Synth Seq Share ........................ 0%
  Cell type with the largest total area after synthesis ........................ fa_1
  Number of distinct library cell variants in the gate-level netlist after synthesis ........................ 8
  Ys cells ........................ 22

[Placement]
  Count of input and output buffers ........................ 14
  DP Wirelength ........................ 541 um
  Routability-driven placement congestion ratio ........................ 0.671

[Global routing]
  GRT Resource Usage Total ........................ 1.72%
  Number of global-route vias before repair ........................ 192
  Final global-route overflow total ........................ 0
  Maximum number of pins on one net before global-route repair ........................ 3
  Wire length of the first global-routing pass ........................ 883 um
  Number of antenna violations at the first check in global routing ........................ 0

[Run status]
  Run status ........................ completed

[Flow run]
  Max-capacitance violation count ........................ 0
  Total tool warning count ........................ 32

[Power and ir drop]
  Maximum vdd drop ........................ 0.0386 mV
  Leak ........................ 0.170 nW
  Cell Pwr Density ........................ 164 nW/um2

----------------------------------------------------
## cell usage after synthesis
| master | count |
|---|---|
| a21o_1 | 1 |
| and2_2 | 1 |
| nand2_1 | 1 |
| buf_4 | 4 |
| xor2_1 | 1 |
| inv_1 | 8 |
| ha_1 | 2 |
| fa_1 | 4 |
## logic make-up after synthesis
| group | share of synthesized area, % |
|---|---|
| buffers and inverters | 31.2 |
| xor gates and xnor gates | 4.55 |
| AOI/OAI and AO/OA | 3.90 |
| adders and majority gates | 54.5 |
| and+or+nand+nor | 5.84 |
## repair_timing
action	in CTS	in global routing
gates resized	17	0
pin swaps	8	2
buffers inserted	1	0
setup endpoints to repair	3	1
hold buffers	0	0
## area by class of cell
type,count,area share (%)
Multi-Input combinational cell,10,37.4
Tap cell,46,14.8
Timing Repair Buffer,17,40.0
Inverter,8,7.74
## power breakdown
part	switching [mW]	total [mW]	internal, mW	leakage [nW]
registers	0	0	0	0
clock network	0	0	0	0
logic	0.0209	0.0636	0.0427	0.170
## per-stage QoR
step                area (um2)  setup WS [ps]  total power [mW]  TNS, ps  std cells
global placement           375           -344            0.0663     -947         80
CTS                        388           36.5            0.0654        0         81
finish                     388           85.9            0.0636        0         81
detailed placement         375           -396            0.0668    -1060         80
global route               388           8.54            0.0724        0         81
floorplan                  193            524            0.0352        0         22
## cell usage in the layout (no fill, tap or decap)
cell type and n:
a21o_1 1, and2_2 1, buf_2 1, buf_4 2, buf_6 1, clkdlybuf4s50_1 8
dlygate4sd2_1 5, fa_1 1, fa_2 3, ha_2 2, inv_1 5, inv_2 3
nand2_1 1, xor2_1 1
## worst max path at each step
| stage | slack [ps] | endpoint | from |
|---|---|---|---|
| 4_1_cts | 40 | dummy | Y[1] |
| 5_1_grt | 9 | dummy | Y[1] |
| 6_report | 90 | dummy | Y[1] |
## metal layers
metal	vias to the layer above	GRT usage, %	routed length [um]
met1	65	2.35	280
li1	84	-	-
met4	0	0	0
met5	-	0	0
met3	0	1.36	116
met2	13	2.17	148
Power and IR drop assume default switching activity.
