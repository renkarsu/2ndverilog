==> /design/flow/design.v <==
module addandsub(A_DATA, B_DATA, SUB_SEL, RESULT);
input [5:0] A_DATA, B_DATA;
input SUB_SEL;
output [5:0] RESULT;
wire c0, c1, c2, c3, c4, c5;
wire [5:0] bm;
assign bm[0] = B_DATA[0] & ~SUB_SEL | ~B_DATA[0] & SUB_SEL;
assign bm[1] = B_DATA[1] & ~SUB_SEL | ~B_DATA[1] & SUB_SEL;
assign bm[2] = B_DATA[2] & ~SUB_SEL | ~B_DATA[2] & SUB_SEL;
assign bm[3] = B_DATA[3] & ~SUB_SEL | ~B_DATA[3] & SUB_SEL;
assign bm[4] = B_DATA[4] & ~SUB_SEL | ~B_DATA[4] & SUB_SEL;
assign bm[5] = B_DATA[5] & ~SUB_SEL | ~B_DATA[5] & SUB_SEL;
fulladder FA7(A_DATA[0], bm[0], SUB_SEL, RESULT[0], c0);
fulladder FA8(A_DATA[1], bm[1], c0, RESULT[1], c1);
fulladder FA9(A_DATA[2], bm[2], c1, RESULT[2], c2);
fulladder FA10(A_DATA[3], bm[3], c2, RESULT[3], c3);
fulladder FA11(A_DATA[4], bm[4], c3, RESULT[4], c4);
fulladder FA12(A_DATA[5], bm[5], c4, RESULT[5], c5);
endmodule
module fulladder(A, B, CIN, SUM, COUT);
input A, B, CIN;
output SUM, COUT;
wire s1, c1, c2;
halfadder HA1 (.A(A), .B(B), .Y(s1), .CO(c1));
halfadder HA2 (.A(s1), .B(CIN), .Y(SUM), .CO(c2));
assign COUT = c1 | c2;
endmodule
module halfadder(A, B, Y, CO);
input A, B;
output Y, CO;
assign Y = A ^ B;
assign CO = A & B;
endmodule
==> /design/flow/run.sh <==
#!/bin/bash
# OpenROAD 26Q1-2900-gdf79404cd8, Yosys 0.63+post, stock flow scripts
make -C /OpenROAD-flow-scripts/flow DESIGN_CONFIG=/design/flow/config.mk WORK_HOME=/design/flow/orfs finish
==> /design/flow/config.mk <==
export PLATFORM = sky130hd
export DESIGN_NAME = addandsub
export DESIGN_NICKNAME = addandsub
export VERILOG_FILES = /design/flow/design.v
export SDC_FILE = /design/flow/constraint.sdc
export NUM_CORES = 4
export LEC_CHECK = 1
export CORE_AREA = 10 10 70 70
export DIE_AREA = 0 0 80 80
==> /design/flow/constraint.sdc <==
current_design addandsub

set clk_period 4.9
set clk_io_pct 0.2

create_clock -name clk0 -period $clk_period

set non_clock_inputs [all_inputs -no_clocks]
set_input_delay [expr $clk_period * $clk_io_pct] -clock clk0 $non_clock_inputs
set_output_delay [expr $clk_period * $clk_io_pct] -clock clk0 [all_outputs]
==> run summary <==
Figures from the implementation reports.

- The area share of the largest cell type after synthesis is around a third.
- The maximum ir drop on the vdd rail is 0.0000453 V.
- The arrival time of the worst setup path is between 3 and 4 ns.
- The source of the worst hold timing path is A_DATA[0].
- The chip area reads between 6000 and 7000 sq um.
- Per the cell usage report, the commonest logic cells after layout are sky130_fd_sc_hd__clkdlybuf4s50_1, sky130_fd_sc_hd__inv_1, sky130_fd_sc_hd__xnor2_1.
- The total track usage is 2.04%.
- Setup repair after global routing left no endpoint under its margin.
- The post-detailed-placement half-perimeter wirelength is roughly 660 um.
- Static timing analysis puts the maximum clock frequency at about 210 MHz.
- The number of max-capacitance violations reported reads 0.
- The number of warnings in the stage logs reads 32.
- The worst max-slew margin expressed relative to the limit reads 85.5%.
- The post-synthesis sequential area ratio reads 0%.
- Once layout is done, the placed cells without fillers occupy about 480 sq um.
- The worst hold-check path type is input port to output pin.
- The via count reads 200.
- Global routing consumed, on the met2 layer, about 1.7% of the routing resources.
- The post-layout minimum cycle time reads between 4 and 5 ns.
- On met3, the global router reports a usage of 0.909%.
- The area growth from synthesis to layout is 87.7%.
- The most used routing layer in global routing reads met1.
- The total leakage power reads between 0.15 and 0.2 nW.
- After routing, the total negative slack on setup checks comes to 0 ns.
- The most frequent logic cell in the layout is sky130_fd_sc_hd__clkdlybuf4s50_1.
- The cell count of the worst hold path is 4.
- The iteration tally of the first detailed-router pass reads 2.
- The number of antenna violations at the first check in global routing reads 0.
- STA puts the critical path data required time at roughly 3.9 ns.
- The detailed router reported a total wirelength of a little under 700 um.
- The number of distinct standard cells referenced by the synthesized netlist reads 8.
- The run finished with clean final reports.
- Synthesis produced 28 cells.
- The layout summary lists the proportion of cells stronger than drive strength 1 as 18.6%.
- The kind of end point of the critical path is an output pin.
- The hold path endpoint is RESULT[0].
- The maximum net fanout on the critical path is 1.
- In the floorplan report the effective utilization is 7.44%.
- The mean instance size in the synthesized netlist is just over 9 sq um.
- The power density relative to cell area is between 100 and 150 nW/um^2.
- The main area contributors are sky130_fd_sc_hd__fa_1, sky130_fd_sc_hd__xnor2_1, sky130_fd_sc_hd__buf_4.
- The global-route congestion overflow total is 0.
- The largest net degree at the start of global routing is 5.
- The number of cells after detailed placement is just under 90.
- Per the OpenROAD floorplan log, the area of the core is about 3400 sq um.
- The final antenna diode tally reported by the flow is 0.
- Across all hold checks on the routed design, the worst slack comes to 3.00 ns.
- The slew at the pin closest to its max-slew limit is 0.215 ns.
- The total setup violations reported at the end of the flow reads 0.
- The startpoint class of the critical path reads an input port.
- The critical path start-end classification reads input port to output pin.
- The worst setup path startpoint reads B_DATA[1].
- The number of global-route vias before repair came to between 200 and 250.
- The area of all sequential standard cells reads 0 sq um.
- The average wire length per cell after detail routing reads ~7.6 um.
- The cell row count reads 21.
- In this run the cell area of the synthesized design comes to approximately 250 sq um.
- The count of buffers added by post-CTS timing repair for setup reads 0.
- The die height reads 80 um.
- The violation count after the first detailed-route iteration reads 1.
- The power consumption reads roughly 0.063 mW.
- Post-route period utilization is reported as 96.7%.
- The DRC violation total left in the routed layout is recorded as 0.
- RePlAce ended its routability-driven mode at a weighted congestion of between 0.7 and 0.8.
- The number of endpoints with negative hold slack in the final report is 0.
- The number of cells in the finished layout apart from fillers is ~90.
- The cell type that accounts for the most area after synthesis is sky130_fd_sc_hd__fa_1.
- The yosys-reported design area after synthesis reads 254 sq um.
- The wire length of the first global-routing pass is 1040 um.
- The count of warnings emitted by yosys is 0.
- Per the post-route antenna check, the number of violating nets is 0.
- The die boundary width reads 80 um.
- The count of buffers inserted at the top-level ports reads 19.
- The sequential cell count reads 0.
- The final number of max-transition violations is 0.
- The fraction of met1 tracks used by global routing is roughly 4.0%.
- The detailed-route vias per instance is 2.25.
- The count of clock-net buffers in the final layout reads 0.
- The area of placed instances reads between 400 and 500 sq um.
- The number of top-level design ports is 19.
- After synthesis, the design contains 28 cells according to Yosys.
[metal layers]
layer  wire (um)  vias up
li1            -      100
met1         441       81
met2         118       19
met3         115        0
met4           0        0
met5           0        -
[logic make-up (layout without fill, tap and decap cells)]
group | after synthesis | count (layout) | synth area share, %
buf+inv | 15 | 30 | 34.0
mux | 1 | 1 | 3.94
xor+xnor | 8 | 8 | 30.5
fa+ha+maj | 4 | 4 | 31.5
[per-stage QoR]
stage / worst slack (ns) / util, %
2_1_floorplan: 0.717 / -
3_3_place_gp: -0.134 / 13.7
3_5_place_dp: -0.159 / 13.7
4_1_cts: 0.0279 / 13.8
5_1_grt: 0.0319 / 14.0
6_report: 0.159 / 14.0
[synth_stat cells, drive strengths merged]
cell type  n
mux2i      1
inv        8
xor2       1
xnor2      7
fa         4
buf        7
[layout make-up]
cell class,count,area (sq um)
fillers,398,2940
repair buffers,22,211
multi-input cells,13,178
well taps,46,57.6
inverters,8,30.0
[worst max-delay path by stage]
stage / end / slack, ns / cells past startpoint
5_1_grt: RESULT[5] / 0.03 / 9
4_1_cts: RESULT[5] / 0.03 / 9
6_report: RESULT[5] / 0.16 / 9
[where the power goes]
group / total [mW] / internal (mW) / switching (mW)
registers: 0 / 0 / 0
logic: 0.0625 / 0.0437 / 0.0188
clock network: 0 / 0 / 0
[timing repair]
| action | CTS | global route |
|---|---|---|
| hold buffers | 0 | 0 |
| endpoints found under the setup margin | 1 | 1 |
| gates resized | 3 | 2 |
[critical path, cell delays in order]
cell,delay (ns)
sky130_fd_sc_hd__clkdlybuf4s50_1,0.42
sky130_fd_sc_hd__xnor2_1,0.16
sky130_fd_sc_hd__fa_2,0.37
sky130_fd_sc_hd__fa_2,0.35
sky130_fd_sc_hd__fa_2,0.34
sky130_fd_sc_hd__fa_2,0.36
sky130_fd_sc_hd__xnor2_2,0.16
sky130_fd_sc_hd__xnor2_1,0.13
sky130_fd_sc_hd__clkdlybuf4s50_1,0.49
Power and IR drop assume default switching activity.
